<file path="design.v">
`timescale 1ns / 1ps
module direct_form_fir_top(clk, input_x, output_y, en_x);
    input clk, en_x;
    input signed [0:19] input_x;  
    output signed [0:29] output_y;  
    reg signed [0:19] memory_h [0:32];  
    reg signed [0:19] memory_x [0:32];  
    wire signed [0:29] mult_result[0:32];  
    wire signed[0:29] add_layer1 [0:15];
    wire signed[0:29] add_layer2 [0:7];
    wire signed[0:29] add_layer3 [0:3];
    wire signed[0:29] add_layer4 [0:1];
    wire signed[0:29] final_layer;
    integer m=0,n=0;
    always @(posedge clk)
        begin
            memory_h[0] =20'd5562;
            memory_h[1] =20'd4979;
            memory_h[2] =20'd2027;
            memory_h[3] =-20'd3195;
            memory_h[4] =-20'd9834;
            memory_h[5] =-20'd16316;
            memory_h[6] =-20'd20558;
            memory_h[7] =-20'd20365;
            memory_h[8] =-20'd13908;
            memory_h[9] =-20'd198;
            memory_h[10] =20'd20557;
            memory_h[11] =20'd46818;
            memory_h[12] =20'd75842;
            memory_h[13] =20'd104073;
            memory_h[14] =20'd127729;
            memory_h[15] =20'd143462;
            memory_h[16] =20'd148979;
            memory_h[17] =20'd143462;
            memory_h[18] =20'd127729;
            memory_h[19] =20'd104073;
            memory_h[20] =20'd75842;
            memory_h[21] =20'd46818;
            memory_h[22] =20'd20557;
            memory_h[23] =-20'd198;
            memory_h[24] =-20'd13908;
            memory_h[25] =-20'd20365;
            memory_h[26] =-20'd20558;
            memory_h[27] =-20'd16316;
            memory_h[28] =-20'd9834;
            memory_h[29] =-20'd3195;
            memory_h[30] =20'd2027;
            memory_h[31] =20'd4979;
            memory_h[32] =20'd5562; 
        end
        s2_17_mult multer1 (  .s2_17_a(memory_x[0]),    .s2_17_b(memory_h[0]),  .s11_18(mult_result[0]));
        s2_17_mult multer2 (  .s2_17_a(memory_x[1]), 	.s2_17_b(memory_h[1]),  .s11_18(mult_result[1]));
        s2_17_mult multer3 (  .s2_17_a(memory_x[2]), 	.s2_17_b(memory_h[2]),  .s11_18(mult_result[2]));
        s2_17_mult multer4 (  .s2_17_a(memory_x[3]), 	.s2_17_b(memory_h[3]),  .s11_18(mult_result[3]));
        s2_17_mult multer5 (  .s2_17_a(memory_x[4]), 	.s2_17_b(memory_h[4]),  .s11_18(mult_result[4]));
        s2_17_mult multer6 (  .s2_17_a(memory_x[5]), 	.s2_17_b(memory_h[5]),  .s11_18(mult_result[5]));
        s2_17_mult multer7 (  .s2_17_a(memory_x[6]), 	.s2_17_b(memory_h[6]),  .s11_18(mult_result[6]));
        s2_17_mult multer8 (  .s2_17_a(memory_x[7]), 	.s2_17_b(memory_h[7]),  .s11_18(mult_result[7]));
        s2_17_mult multer9(  .s2_17_a(memory_x[8]), 	.s2_17_b(memory_h[8]),  .s11_18(mult_result[8]));
        s2_17_mult multer10(  .s2_17_a(memory_x[9]), 	.s2_17_b(memory_h[9]),  .s11_18(mult_result[9]));
        s2_17_mult multer11(  .s2_17_a(memory_x[10]), 	.s2_17_b(memory_h[10]), .s11_18(mult_result[10]));
        s2_17_mult multer12( .s2_17_a(memory_x[11]), 	.s2_17_b(memory_h[11]), .s11_18(mult_result[11]));
        s2_17_mult multer13( .s2_17_a(memory_x[12]), 	.s2_17_b(memory_h[12]), .s11_18(mult_result[12]));
        s2_17_mult multer14( .s2_17_a(memory_x[13]), 	.s2_17_b(memory_h[13]), .s11_18(mult_result[13]));
        s2_17_mult multer15( .s2_17_a(memory_x[14]), 	.s2_17_b(memory_h[14]), .s11_18(mult_result[14]));
        s2_17_mult multer16( .s2_17_a(memory_x[15]), 	.s2_17_b(memory_h[15]), .s11_18(mult_result[15]));
        s2_17_mult multer17( .s2_17_a(memory_x[16]), 	.s2_17_b(memory_h[16]), .s11_18(mult_result[16]));
        s2_17_mult multer18( .s2_17_a(memory_x[17]), 	.s2_17_b(memory_h[17]), .s11_18(mult_result[17]));
        s2_17_mult multer19( .s2_17_a(memory_x[18]), 	.s2_17_b(memory_h[18]), .s11_18(mult_result[18]));
        s2_17_mult multer20( .s2_17_a(memory_x[19]), 	.s2_17_b(memory_h[19]), .s11_18(mult_result[19]));
        s2_17_mult multer21( .s2_17_a(memory_x[20]), 	.s2_17_b(memory_h[20]), .s11_18(mult_result[20]));
        s2_17_mult multer22( .s2_17_a(memory_x[21]), 	.s2_17_b(memory_h[21]), .s11_18(mult_result[21]));
        s2_17_mult multer23( .s2_17_a(memory_x[22]), 	.s2_17_b(memory_h[22]), .s11_18(mult_result[22]));
        s2_17_mult multer24( .s2_17_a(memory_x[23]), 	.s2_17_b(memory_h[23]), .s11_18(mult_result[23]));
        s2_17_mult multer25( .s2_17_a(memory_x[24]), 	.s2_17_b(memory_h[24]), .s11_18(mult_result[24]));
        s2_17_mult multer26( .s2_17_a(memory_x[25]), 	.s2_17_b(memory_h[25]), .s11_18(mult_result[25]));
        s2_17_mult multer27( .s2_17_a(memory_x[26]), 	.s2_17_b(memory_h[26]), .s11_18(mult_result[26]));
        s2_17_mult multer28( .s2_17_a(memory_x[27]), 	.s2_17_b(memory_h[27]), .s11_18(mult_result[27]));
        s2_17_mult multer29( .s2_17_a(memory_x[28]), 	.s2_17_b(memory_h[28]), .s11_18(mult_result[28]));
        s2_17_mult multer30( .s2_17_a(memory_x[29]), 	.s2_17_b(memory_h[29]), .s11_18(mult_result[29]));
        s2_17_mult multer31( .s2_17_a(memory_x[30]), 	.s2_17_b(memory_h[30]), .s11_18(mult_result[30]));
        s2_17_mult multer32( .s2_17_a(memory_x[31]), 	.s2_17_b(memory_h[31]), .s11_18(mult_result[31]));
        s2_17_mult multer33( .s2_17_a(memory_x[32]), 	.s2_17_b(memory_h[32]), .s11_18(mult_result[32]));
        s11_18_add adder1 (  .s11_18_a(mult_result[0]),  .s11_18_b(mult_result[1]),  .s11_18_output(add_layer1[0]));
        s11_18_add adder2 (  .s11_18_a(mult_result[2]),  .s11_18_b(mult_result[3]),  .s11_18_output(add_layer1[1]));
        s11_18_add adder3 (  .s11_18_a(mult_result[4]),  .s11_18_b(mult_result[5]),  .s11_18_output(add_layer1[2]));
        s11_18_add adder4 (  .s11_18_a(mult_result[6]),  .s11_18_b(mult_result[7]),  .s11_18_output(add_layer1[3]));
        s11_18_add adder5 (  .s11_18_a(mult_result[8]),  .s11_18_b(mult_result[9]),  .s11_18_output(add_layer1[4]));
        s11_18_add adder6 ( .s11_18_a(mult_result[10]), .s11_18_b(mult_result[11]),  .s11_18_output(add_layer1[5]));
        s11_18_add adder7 ( .s11_18_a(mult_result[12]), .s11_18_b(mult_result[13]),  .s11_18_output(add_layer1[6]));
        s11_18_add adder8 ( .s11_18_a(mult_result[14]), .s11_18_b(mult_result[15]),  .s11_18_output(add_layer1[7]));
        s11_18_add adder9 ( .s11_18_a(mult_result[16]), .s11_18_b(mult_result[17]),  .s11_18_output(add_layer1[8]));
        s11_18_add adder10( .s11_18_a(mult_result[18]), .s11_18_b(mult_result[19]),  .s11_18_output(add_layer1[9]));
        s11_18_add adder11( .s11_18_a(mult_result[20]), .s11_18_b(mult_result[21]), .s11_18_output(add_layer1[10]));
        s11_18_add adder12( .s11_18_a(mult_result[22]), .s11_18_b(mult_result[23]), .s11_18_output(add_layer1[11]));
        s11_18_add adder13( .s11_18_a(mult_result[24]), .s11_18_b(mult_result[25]), .s11_18_output(add_layer1[12]));
        s11_18_add adder14( .s11_18_a(mult_result[26]), .s11_18_b(mult_result[27]), .s11_18_output(add_layer1[13]));
        s11_18_add adder15( .s11_18_a(mult_result[28]), .s11_18_b(mult_result[29]), .s11_18_output(add_layer1[14]));
        s11_18_add adder16( .s11_18_a(mult_result[30]), .s11_18_b(mult_result[31]), .s11_18_output(add_layer1[15]));
        s11_18_add adder17(  .s11_18_a(add_layer1[0]),  .s11_18_b(add_layer1[1]), .s11_18_output(add_layer2[0]));
        s11_18_add adder18(  .s11_18_a(add_layer1[2]),  .s11_18_b(add_layer1[3]), .s11_18_output(add_layer2[1]));
        s11_18_add adder19(  .s11_18_a(add_layer1[4]),  .s11_18_b(add_layer1[5]), .s11_18_output(add_layer2[2]));
        s11_18_add adder20(  .s11_18_a(add_layer1[6]),  .s11_18_b(add_layer1[7]), .s11_18_output(add_layer2[3]));
        s11_18_add adder21(  .s11_18_a(add_layer1[8]),  .s11_18_b(add_layer1[9]), .s11_18_output(add_layer2[4]));
        s11_18_add adder22( .s11_18_a(add_layer1[10]), .s11_18_b(add_layer1[11]), .s11_18_output(add_layer2[5]));
        s11_18_add adder23( .s11_18_a(add_layer1[12]), .s11_18_b(add_layer1[13]), .s11_18_output(add_layer2[6]));
        s11_18_add adder24( .s11_18_a(add_layer1[14]), .s11_18_b(add_layer1[15]), .s11_18_output(add_layer2[7]));
        s11_18_add adder25(  .s11_18_a(add_layer2[0]),  .s11_18_b(add_layer2[1]), .s11_18_output(add_layer3[0]));
        s11_18_add adder26(  .s11_18_a(add_layer2[2]),  .s11_18_b(add_layer2[3]), .s11_18_output(add_layer3[1]));
        s11_18_add adder27(  .s11_18_a(add_layer2[4]),  .s11_18_b(add_layer2[5]), .s11_18_output(add_layer3[2]));
        s11_18_add adder28(  .s11_18_a(add_layer2[6]),  .s11_18_b(add_layer2[7]), .s11_18_output(add_layer3[3]));
        s11_18_add adder29(  .s11_18_a(add_layer3[0]),  .s11_18_b(add_layer3[1]), .s11_18_output(add_layer4[0]));
        s11_18_add adder30(  .s11_18_a(add_layer3[2]),  .s11_18_b(add_layer3[3]), .s11_18_output(add_layer4[1]));
        s11_18_add adder31(  .s11_18_a(add_layer4[0]),    .s11_18_b(add_layer4[1]), .s11_18_output(final_layer));
        s11_18_add adder32(    .s11_18_a(final_layer),  .s11_18_b(mult_result[32]),    .s11_18_output(output_y));
        always @(posedge clk)
        begin
            if(en_x==1)
            begin
                for ( m = 0 ; m<33; m=m+1)
                begin
                    memory_x[m] = 20'd0;
                end
            end
            else
            begin
                for ( n = 0 ; n<32; n=n+1)
                begin
                    memory_x[n+1] <= memory_x[n];
                end
                memory_x[0] <= input_x;
            end
        end
endmodule
`timescale 1ns / 1ps
module s11_18_add(s11_18_a, s11_18_b, s11_18_output);
input signed [0:29] s11_18_a, s11_18_b;
output reg signed [0:29] s11_18_output;
always @(s11_18_a or s11_18_b)
begin
     s11_18_output = s11_18_a + s11_18_b;
end
endmodule
`timescale 1ns / 1ps
module s2_17_mult(s2_17_a, s2_17_b, s11_18);
input signed [0:19] s2_17_a, s2_17_b;
output signed [0:29] s11_18;
wire signed [0:39] mult_result;
assign mult_result = s2_17_a * s2_17_b;
assign s11_18 = {{6{mult_result[0]}},mult_result[0:23]};
endmodule
</file>
<file path="run.sh">
#!/bin/bash
# OpenROAD 26Q1-2900-gdf79404cd8, Yosys 0.63+post, stock flow scripts
make -C /OpenROAD-flow-scripts/flow DESIGN_CONFIG=/design/flow/config.mk WORK_HOME=/design/flow/orfs finish
</file>
<file path="config.mk">
export PLATFORM = sky130hd
export DESIGN_NAME = direct_form_fir_top
export DESIGN_NICKNAME = direct_form_fir_top
export VERILOG_FILES = /design/flow/design.v
export SDC_FILE = /design/flow/constraint.sdc
export NUM_CORES = 4
export LEC_CHECK = 1
export CORE_UTILIZATION = 50
</file>
<file path="constraint.sdc">
current_design direct_form_fir_top

set clk_period 30.7
set clk_io_pct 0.2

create_clock -name clk0 -period $clk_period [get_ports {clk}]

set non_clock_inputs [all_inputs -no_clocks]
set_input_delay [expr $clk_period * $clk_io_pct] -clock clk0 $non_clock_inputs
set_output_delay [expr $clk_period * $clk_io_pct] -clock clk0 [all_outputs]
</file>
==> flow_metrics.env <==
# yosys + openroad results
export IMPL_status="completed"
export IMPL_rsz0062_at_grt="no"
export IMPL_period_needed_ps=21300
export IMPL_slew_viol_final=0
export IMPL_grt_ovfl_total=0
export IMPL_drc=0
export IMPL_synth_area_um2=197000
export IMPL_skew_ps=46.8
export IMPL_stdcell_count=25385
export IMPL_cts_tree="yes"
export IMPL_slew_headroom=0.289
export IMPL_slowest_delay_ps=840
export IMPL_clockRootBuffer="clkbuf_16"
export IMPL_via_count=123778
export IMPL_cts_setup_buffers=0
export IMPL_place_ws_ps=10320
export IMPL_place_congestion=0.986
export IMPL_ant_nets=0
export IMPL_n_fill_cell=35296
export IMPL_dp_hpwl_um=418000
export IMPL_cp_end_kind="output port"
export IMPL_reg2reg_slack_ps=29110
export IMPL_io_pins=52
export IMPL_comb_area_um2=159000
export IMPL_yosysWarnings=6
export IMPL_critPathRequiredTime_ps=24560
export IMPL_ys_cells=19988
export IMPL_r2r_cells=3
export IMPL_worst_pin_slew_ps=1060
export IMPL_io_buffers=51
export IMPL_warning_count=213
export IMPL_worstSetupStartpointType="register"
export IMPL_synthArstFlopShare=0
export IMPL_maxCapViolations=0
export IMPL_fp_coreArea_um2=393000
export IMPL_yosys_stat_area_um2=197000
export IMPL_insertion_delay_ps=900
export IMPL_postCtsHoldBufs=0
export IMPL_report_final_setup_viol=0
export IMPL_min_period_over_period=0.694
export IMPL_hp_class="reg2reg"
export IMPL_numCtsBuffers=103
export IMPL_layout_drive_gt1_share=0.0192
export IMPL_clock_sinks=660
export IMPL_ctsResizeCount=0
export IMPL_synthDistinctLibCells=85
export IMPL_grt_pass1_wl_um=747000
export IMPL_dieArea_um2=397000
export IMPL_routed_wl_um=460000
export IMPL_die_w_um=630
export IMPL_syn_to_final_growth_pct=5.42
export IMPL_cts_buffer_depth=4
export IMPL_die_y_um=630
export IMPL_max_freq_mhz=46.9
export IMPL_synthCells=19988
export IMPL_crit_arrival_ps=15160
export IMPL_num_rows=230
export IMPL_synth_flops=660
export IMPL_cp_common_cell="fa_1"
export IMPL_ys_flop_type="dfxtp_1"
export IMPL_largest_register="memory_x"
export IMPL_antenna_found_initial=7
export IMPL_avgSynthCellArea_um2=9.87
export IMPL_slowest_stage="a31oi_1"
export IMPL_via_per_inst=4.88
export IMPL_crit_type="reg2out"
export IMPL_first_pass_iters=5
export IMPL_hold_depth=2
export IMPL_fin_ws_ps=9400
export IMPL_htreeDepth=3
export IMPL_clk_pin_slew_ps=60
export IMPL_drt_initial_drc_count=4241
export IMPL_placed_cells=25193
export IMPL_regArea_um2=13200
export IMPL_routedWlPerCell_um=18.1
export IMPL_grt_max_degree=98
export IMPL_worstPathMaxFanout=8
export IMPL_initial_utilization=0.502
export IMPL_grt_pass1_vias=133807
export IMPL_largest_reg_flops=660
export IMPL_edf_count=0
export IMPL_grt_total_usage=0.262
export IMPL_tns_ps=0
export IMPL_reg_top3="memory_x (660)"
export IMPL_ys_seq_frac=0.0669
export IMPL_hold_viol=0
final cells by class:
cell class	instances	share of cell area
antenna	8	0.0000962
clock buffer	121	0.0132
clock inverter	63	0.00392
inverter	6514	0.118
multi-input combinational	12667	0.765
sequential	660	0.0635
tap	5220	0.0314
timing repair buffer	132	0.00546
Yosys cell counts, drive strengths merged, types with 27 or more instances:
cell type  number  area share
o21ai         296      0.0075
nor3          122      0.0031
a31oi          53      0.0017
o21a           90      0.0034
xnor2         577       0.026
a211oi         55      0.0021
nor2b         330       0.010
clkbuf        135      0.0026
dfxtp         660       0.067
fa           3942        0.40
nor2          894       0.017
o21bai         39      0.0015
o211ai         27      0.0010
a21oi         450       0.011
inv          6511        0.12
ha           4161        0.26
nand4          55      0.0017
nand2         278      0.0053
mux2           27      0.0015
nand2b         96      0.0030
or3            44      0.0014
mux2i          46      0.0023
and3           48      0.0015
xor2          312       0.014
and2           36      0.0011
a21o          183      0.0070
nand3         125      0.0032
or2            71      0.0023
final timing paths:
path	endpoint	startpoint
hold / removal	memory_x[28][16]$_SDFF_PP0_	memory_x[27][16]$_SDFF_PP0_
setup / recovery	output_y[0]	memory_x[21][13]$_SDFF_PP0_
hold reg to reg	memory_x[28][16]$_SDFF_PP0_	memory_x[27][16]$_SDFF_PP0_
setup reg to reg	memory_x[27][0]$_SDFF_PP0_	memory_x[26][0]$_SDFF_PP0_
worst max-delay path, delay by kind of cell, from the launching register on:
kind            cells  cell delay [ps]
fa+ha+maj          16             7360
flops               1              590
xor+xnor            2              360
simple gates        2              180
compound gates     16             4810
buf+inv             9             1030
cells by family after synthesis:
kind of cell    Yosys count  share of synthesized area
xor+xnor                889                     0.0394
compound gates         1453                     0.0473
fa+ha+maj              8104                      0.664
flops                   660                     0.0669
buf+inv                6661                      0.127
mux                      73                    0.00387
simple gates           2148                     0.0521
metal layers:
metal | track usage | vias to the layer above | wire (um)
met4 | 0.0463 | 2 | 11300
met3 | 0.0959 | 359 | 40800
li1 | - | 60552 | -
met2 | 0.396 | 2384 | 210000
met1 | 0.389 | 60481 | 198000
met5 | 0 | - | 13
cell usage in the layout (no fill, tap or decap), drive strengths merged, types with 17 or more instances in the layout:
| master | n |
|---|---|
| and2 | 36 |
| o21bai | 39 |
| or3 | 44 |
| clkbuf | 121 |
| o21ai | 296 |
| o211ai | 27 |
| ha | 4161 |
| o31ai | 23 |
| nand4 | 55 |
| nor3 | 122 |
| a211oi | 55 |
| clkdlybuf4s50 | 50 |
| nand2 | 278 |
| mux2i | 46 |
| xnor2 | 577 |
| fa | 3942 |
| inv | 6518 |
| or2 | 71 |
| xor2 | 312 |
| nand2b | 96 |
| clkinv | 30 |
| a31oi | 53 |
| nor2b | 330 |
| nand3 | 125 |
| o2111ai | 17 |
| a21boi | 21 |
| a21oi | 450 |
| nor2 | 894 |
| o21a | 90 |
| mux2 | 27 |
| and3 | 48 |
| a21o | 183 |
| buf | 82 |
| dfxtp | 660 |
through the flow:
step | util | hold slack [ps] | cell area (um^2)
6_report | 0.530 | 500 | 208000
5_1_grt | 0.530 | 533 | 208000
4_1_cts | 0.530 | 503 | 208000
3_5_place_dp | 0.521 | 501 | 204000
3_3_place_gp | 0.521 | 499 | 204000
2_1_floorplan | - | 438 | 197000
