==> design/flow/design.v <==
`timescale 1ns / 1ps
module arctan_top(clk, rst, xin, yin, xout, yout, ang_out);
input clk;
input rst;
input signed [0:13] xin, yin;
output reg signed [0:14] xout, yout;
output reg signed [0:14] ang_out;
wire signed [0:14] x_out, y_out, ang__out;
 wire signed [0:14] x_init_0, y_init_0;
wire signed [0:14] x_0_1, y_0_1;
wire signed [0:14] ang_0_1;
wire signed [0:14] x_1_2, y_1_2, ang_1_2;
wire signed [0:14] x_2_3, y_2_3, ang_2_3;
wire signed [0:14] x_3_4, y_3_4, ang_3_4;
wire signed [0:14] x_4_5, y_4_5, ang_4_5;
wire signed [0:14] x_5_6, y_5_6, ang_5_6;
wire signed [0:14] x_6_7, y_6_7, ang_6_7;
wire signed [0:14] x_7_8, y_7_8, ang_7_8;
wire signed [0:14] x_8_9, y_8_9, ang_8_9;
wire signed [0:14] x_9_10, y_9_10, ang_9_10;
wire signed [0:14] x_10_11, y_10_11, ang_10_11;
wire signed [0:14] x_11_s, y_11_s, ang_11_s;
reg signed [0:14] init_x, init_y;
reg signed [0:14] x_01, y_01;
reg signed [0:14] ang_01;
reg signed [0:14] x_12, y_12, ang_12;
reg signed [0:14] x_23, y_23, ang_23;
reg signed [0:14] x_34, y_34, ang_34;
reg signed [0:14] x_45, y_45, ang_45;
reg signed [0:14] x_56, y_56, ang_56;
reg signed [0:14] x_67, y_67, ang_67;
reg signed [0:14] x_78, y_78, ang_78;
reg signed [0:14] x_89, y_89, ang_89;
reg signed [0:14] x_910, y_910, ang_910;
reg signed [0:14] x_1011, y_1011, ang_1011;
reg signed [0:14] x_11s, y_11s, ang_11s;
initial_stage dft1(init_x, init_y, x_init_0, y_init_0);
arctangent0 dft2( x_init_0, y_init_0, x_0_1, y_0_1, ang_0_1);
arctangent1 dft3( x_01, y_01, ang_01, x_1_2, y_1_2, ang_1_2);
arctangent2 dft4( x_12, y_12, ang_12, x_2_3, y_2_3, ang_2_3);
arctangent3 dft5( x_23, y_23, ang_23, x_3_4, y_3_4, ang_3_4);
arctangent4 dft6( x_34, y_34, ang_34, x_4_5, y_4_5, ang_4_5);
arctangent5 dft7( x_45, y_45, ang_45, x_5_6, y_5_6, ang_5_6);
arctangent6 dft8( x_56, y_56, ang_56, x_6_7, y_6_7, ang_6_7);
arctangent7 dft9( x_67, y_67, ang_67, x_7_8, y_7_8, ang_7_8);
arctangent8 dft10( x_78, y_78, ang_78, x_8_9, y_8_9, ang_8_9);
arctangent9 dft11( x_89, y_89, ang_89, x_9_10, y_9_10, ang_9_10);
arctangent10 dft12( x_910, y_910, ang_910, x_10_11, y_10_11, ang_10_11);
arctangent11 dft13( x_1011, y_1011, ang_1011, x_11_s, y_11_s, ang_11_s);
scaling_xin dft14( x_11s, x_out);
always @(posedge clk or posedge rst)
begin
    if(rst ==1'b1)
    begin
        xout<= 15'd0;
        yout<= 15'd0;
        ang_out <= 15'd0;
        init_x <= 15'd0;
        init_y <= 15'd0;
        x_01 <= 15'd0;
        y_01 <= 15'd0;
        ang_01 <= 15'd0;
        x_12<= 15'd0;
        y_12<= 15'd0;
        ang_12<= 15'd0;
        x_23<= 15'd0;
        y_23<= 15'd0;
        ang_23<= 15'd0;;
        x_34<= 15'd0;
        y_34<= 15'd0;
        ang_34<= 15'd0;
        x_45<= 15'd0;
        y_45<= 15'd0;
        ang_45<= 15'd0;
        x_56<= 15'd0;
        y_56<= 15'd0;
        ang_56<= 15'd0;
        x_67<= 15'd0;
        y_67<= 15'd0;
        ang_67<= 15'd0;
        x_78<= 15'd0;
        y_78<= 15'd0;
        ang_78<= 15'd0;
        x_89<= 15'd0;
        y_89<= 15'd0;
        ang_89<= 15'd0;
        x_910<= 15'd0;
        y_910<= 15'd0;
        ang_910<= 15'd0;
        x_1011<= 15'd0;
        y_1011<= 15'd0;
        ang_1011<= 15'd0;
        x_11s<= 15'd0;
        y_11s<= 15'd0;
        ang_11s<= 15'd0;
    end
    else 
    begin
        init_x <= xin;
        init_y <= yin;
        xout<= x_out;
        yout<= y_11s;
        ang_out <= ang_11s;
        x_01 <= x_0_1;
        y_01 <= y_0_1;
        ang_01 <= ang_0_1;
        x_12<= x_1_2;
        y_12<= y_1_2;
        ang_12<= ang_1_2;
        x_23<= x_2_3;
        y_23<= y_2_3;
        ang_23<= ang_2_3;
        x_34<= x_3_4;
        y_34<= y_3_4;
        ang_34<= ang_3_4;
        x_45<= x_4_5;
        y_45<= y_4_5;
        ang_45<= ang_4_5;
        x_56<= x_5_6;
        y_56<= y_5_6;
        ang_56<= ang_5_6;
        x_67<= x_6_7;
        y_67<= y_6_7;
        ang_67<= ang_6_7;
        x_78<= x_7_8;
        y_78<= y_7_8;
        ang_78<=ang_7_8;
        x_89<= x_8_9;
        y_89<= y_8_9;
        ang_89<= ang_8_9;
        x_910<= x_9_10;
        y_910<= y_9_10;
        ang_910<= ang_9_10;
        x_1011<= x_10_11;
        y_1011<= y_10_11;
        ang_1011<= ang_10_11;
        x_11s<= x_11_s;
        y_11s<= y_11_s;
        ang_11s<= ang_11_s;
    end
end
endmodule
`timescale 1ns / 1ps
module arctangent0( xin, yin , xout, yout, ang_out);
input signed [0:14] xin, yin;
output reg signed [0:14] xout, yout;
output reg signed [0:14] ang_out;
reg signed [0:14] xbuff, ybuff;
always @(xin or yin)
begin
    xbuff = xin;
    ybuff = yin;
    if(yin[0] == 1'b0)
    begin
        ang_out = 15'd6434;
        xout = xin + ybuff;
        yout = yin - xbuff;
    end
    else
    begin
        ang_out = -15'd6434;
        xout = xin - ybuff;
        yout = yin + xbuff;
    end
end
endmodule
`timescale 1ns / 1ps
module arctangent1( xin, yin, ang_in, xout, yout, ang_out);
input signed [0:14] xin, yin;
input signed [0:14] ang_in;
output reg signed [0:14] xout, yout;
output reg signed [0:14] ang_out;
reg signed [0:14] xbuff, ybuff;
always @(xin or yin)
begin
    xbuff = xin>>>1;
    ybuff = yin>>>1;
        if(yin[0] == 1'b0)
        begin
            ang_out = ang_in + $signed(15'd3800);
            xout = xin + ybuff;
            yout = yin - xbuff;
        end
        else
        begin
            ang_out = ang_in - $signed(15'd3800);
            xout = xin - ybuff;
            yout = yin + xbuff;
        end
end
endmodule
`timescale 1ns / 1ps
module arctangent10( xin, yin, ang_in, xout, yout, ang_out);
input signed [0:14] xin, yin;
input signed [0:14] ang_in;
output reg signed [0:14] xout, yout;
output reg signed [0:14] ang_out;
reg signed [0:14] xbuff, ybuff;
always @(xin or yin)
begin
    xbuff = xin>>>10;
    ybuff = yin>>>10;
        if(yin[0] == 1'b0)
        begin
            ang_out = ang_in + $signed(15'd8);
            xout = xin + ybuff;
            yout = yin - xbuff;
        end
        else
        begin
            ang_out = ang_in - $signed(15'd8);
            xout = xin - ybuff;
            yout = yin + xbuff;
        end
end
endmodule
`timescale 1ns / 1ps
module arctangent11( xin, yin, ang_in, xout, yout, ang_out);
input signed [0:14] xin, yin;
input signed [0:14] ang_in;
output reg signed [0:14] xout, yout;
output reg signed [0:14] ang_out;
reg signed [0:14] xbuff, ybuff;
always @(xin or yin)
begin
    xbuff = xin>>>11;
    ybuff = yin>>>11;
        if(yin[0] == 1'b0)
        begin
            ang_out = ang_in + $signed(15'd2);
            xout = xin + ybuff;
            yout = yin - xbuff;
        end
        else
        begin
            ang_out = ang_in - $signed(15'd2);
            xout = xin - ybuff;
            yout = yin + xbuff;
        end
end
endmodule
`timescale 1ns / 1ps
module arctangent2( xin, yin, ang_in, xout, yout, ang_out);
input signed [0:14] xin, yin;
input signed [0:14] ang_in;
output reg signed [0:14] xout, yout;
output reg signed [0:14] ang_out;
reg signed [0:14] xbuff, ybuff;
always @(xin or yin)
begin
    xbuff = xin>>>2;
    ybuff = yin>>>2;
        if(yin[0] == 1'b0)
        begin
            ang_out = ang_in + $signed(15'd2006);
            xout = xin + ybuff;
            yout = yin - xbuff;
        end
        else
        begin
            ang_out = ang_in - $signed(15'd2006);
            xout = xin - ybuff;
            yout = yin + xbuff;
        end
end
endmodule
`timescale 1ns / 1ps
module arctangent3( xin, yin, ang_in, xout, yout, ang_out);
input signed [0:14] xin, yin;
input signed [0:14] ang_in;
output reg signed [0:14] xout, yout;
output reg signed [0:14] ang_out;
reg signed [0:14] xbuff, ybuff;
always @(xin or yin)
begin
    xbuff = xin>>>3;
    ybuff = yin>>>3;
        if(yin[0] == 1'b0)
        begin
            ang_out = ang_in + $signed(15'd1020);
            xout = xin + ybuff;
            yout = yin - xbuff;
        end
        else
        begin
            ang_out = ang_in - $signed(15'd1020);
            xout = xin - ybuff;
            yout = yin + xbuff;
        end
end
endmodule
`timescale 1ns / 1ps
module arctangent4( xin, yin, ang_in, xout, yout, ang_out);
input signed [0:14] xin, yin;
input signed [0:14] ang_in;
output reg signed [0:14] xout, yout;
output reg signed [0:14] ang_out;
reg signed [0:14] xbuff, ybuff;
always @(xin or yin)
begin
    xbuff = xin>>>4;
    ybuff = yin>>>4;
        if(yin[0] == 1'b0)
        begin
            ang_out = ang_in + $signed(15'd512);
            xout = xin + ybuff;
            yout = yin - xbuff;
        end
        else
        begin
            ang_out = ang_in - $signed(15'd512);
            xout = xin - ybuff;
            yout = yin + xbuff;
        end
end
endmodule
`timescale 1ns / 1ps
module arctangent5( xin, yin, ang_in, xout, yout, ang_out);
input signed [0:14] xin, yin;
input signed [0:14] ang_in;
output reg signed [0:14] xout, yout;
output reg signed [0:14] ang_out;
reg signed [0:14] xbuff, ybuff;
always @(xin or yin)
begin
    xbuff = xin>>>5;
    ybuff = yin>>>5;
        if(yin[0] == 1'b0)
        begin
            ang_out = ang_in + $signed(15'd256);
            xout = xin + ybuff;
            yout = yin - xbuff;
        end
        else
        begin
            ang_out = ang_in - $signed(15'd256);
            xout = xin - ybuff;
            yout = yin + xbuff;
        end
end
endmodule
`timescale 1ns / 1ps
module arctangent6( xin, yin, ang_in, xout, yout, ang_out);
input signed [0:14] xin, yin;
input signed [0:14] ang_in;
output reg signed [0:14] xout, yout;
output reg signed [0:14] ang_out;
reg signed [0:14] xbuff, ybuff;
always @(xin or yin)
begin
    xbuff = xin>>>6;
    ybuff = yin>>>6;
        if(yin[0] == 1'b0)
        begin
            ang_out = ang_in + $signed(15'd126);
            xout = xin + ybuff;
            yout = yin - xbuff;
        end
        else
        begin
            ang_out = ang_in - $signed(15'd126);
            xout = xin - ybuff;
            yout = yin + xbuff;
        end
end
endmodule
`timescale 1ns / 1ps
module arctangent7( xin, yin, ang_in, xout, yout, ang_out);
input signed [0:14] xin, yin;
input signed [0:14] ang_in;
output reg signed [0:14] xout, yout;
output reg signed [0:14] ang_out;
reg signed [0:14] xbuff, ybuff;
always @(xin or yin)
begin
    xbuff = xin>>>7;
    ybuff = yin>>>7;
        if(yin[0] == 1'b0)
        begin
            ang_out = ang_in + $signed(15'd62);
            xout = xin + ybuff;
            yout = yin - xbuff;
        end
        else
        begin
            ang_out = ang_in - $signed(15'd62);
            xout = xin - ybuff;
            yout = yin + xbuff;
        end
end
endmodule
`timescale 1ns / 1ps
module arctangent8( xin, yin, ang_in, xout, yout, ang_out);
input signed [0:14] xin, yin;
input signed [0:14] ang_in;
output reg signed [0:14] xout, yout;
output reg signed [0:14] ang_out;
reg signed [0:14] xbuff, ybuff;
always @(xin or yin)
begin
    xbuff = xin>>>8;
    ybuff = yin>>>8;
        if(yin[0] == 1'b0)
        begin
            ang_out = ang_in + $signed(15'd30);
            xout = xin + ybuff;
            yout = yin - xbuff;
        end
        else
        begin
            ang_out = ang_in - $signed(15'd30);
            xout = xin - ybuff;
            yout = yin + xbuff;
        end
end
endmodule
`timescale 1ns / 1ps
module arctangent9( xin, yin, ang_in, xout, yout, ang_out);
input signed [0:14] xin, yin;
input signed [0:14] ang_in;
output reg signed [0:14] xout, yout;
output reg signed [0:14] ang_out;
reg signed [0:14] xbuff, ybuff;
always @(xin or yin)
begin
    xbuff = xin>>>9;
    ybuff = yin>>>9;
        if(yin[0] == 1'b0)
        begin
            ang_out = ang_in + $signed(15'd14);
            xout = xin + ybuff;
            yout = yin - xbuff;
        end
        else
        begin
            ang_out = ang_in - $signed(15'd14);
            xout = xin - ybuff;
            yout = yin + xbuff;
        end
end
endmodule
`timescale 1ns / 1ps
module initial_stage(xin, yin, xout, yout);
input signed [0:13] xin;
input signed [0:13] yin;
output reg signed [0:14] xout;
output reg signed [0:14] yout;
wire rev;
assign rev = xin[0];
always @(xin or yin)
begin
    begin
     if(rev==1'b0)
     xout = {{1{xin[0]}},xin};
     else 
     xout = {{1{~xin[0]}},~xin}+ $signed(1'b1);
        yout = {{1{yin[0]}},yin};
    end
end
endmodule
`timescale 1ns / 1ps
module scaling_xin(input signed [0:14] xin, output signed [0:14] xout);
wire signed [0:14] xbuff1, xbuff3, xbuff6, xbuff9, xbuff12;
wire signed [0:14] add_buff1, add_buff2, add_buff3;
assign xbuff1 = xin>>>1;
assign xbuff3 = xin>>>3;
assign xbuff6 = xin>>>6;
assign xbuff9 = xin>>>9;
assign xbuff12= xin>>>12;
assign add_buff1 = xbuff1+xbuff3;
assign add_buff2 = add_buff1-xbuff6;
assign add_buff3 = add_buff2-xbuff9;
assign xout = add_buff3-xbuff12;
endmodule
==> design/flow/run.sh <==
#!/bin/bash
# OpenROAD 26Q1-2900-gdf79404cd8, Yosys 0.63+post, stock flow scripts
make -C /OpenROAD-flow-scripts/flow DESIGN_CONFIG=/design/flow/config.mk WORK_HOME=/design/flow/orfs finish
==> design/flow/config.mk <==
export PLATFORM = sky130hd
export DESIGN_NAME = arctan_top
export DESIGN_NICKNAME = arctan_top
export VERILOG_FILES = /design/flow/design.v
export SDC_FILE = /design/flow/constraint.sdc
export NUM_CORES = 4
export LEC_CHECK = 1
export CORE_UTILIZATION = 40
==> design/flow/constraint.sdc <==
current_design arctan_top

set clk_period 12.1
set clk_io_pct 0.2

create_clock -name clk0 -period $clk_period [get_ports {clk}]

set non_clock_inputs [all_inputs -no_clocks]
set_input_delay [expr $clk_period * $clk_io_pct] -clock clk0 $non_clock_inputs
set_output_delay [expr $clk_period * $clk_io_pct] -clock clk0 [all_outputs]
==> reports/metrics.csv <==
stage;metric;value;unit
cts;CTS buffer count;69;
setup_path;critical path launch point type;flip-flop;
drt;final WL;86800;um
cts;root buf cell;clkbuf_16;
synth;Synth top cells by count;dfrtp_1 (585), ha_1 (511), nor2_1 (369);
place;dpl hpwl;68000;um
synth;Post-synth regs;586;
cts;hold_buf cts;0;
drt;WL/cell;15.1;um
setup_path;Crit path required time;12.63;ns
setup_path;delay-heaviest family, CP;adder cells;
floorplanning;top-level I/O count;75;
timing;final tally of max-slew violations;0;
floorplanning;Vert. Die Dim;321;um
grt;grt ovf;0;
synth;ys flop type;dfrtp_1;
synth;Post-Syn Area;40800;um^2
timing;Slew HR;0.451;
run;tool warning count;70;
synth;yosys synthesis chip area;40800;um^2
final_layout;fraction of layout cells with a size suffix above 1;0.0495;
timing;Fin. Hold Viols;0;
setup_path;crit path DAT;4.95;ns
drt;Detailed Routing Iterations Pass 1;7;
setup_path;Setup CP Type;reg -> reg;
place;Placer Congestion;0.918;
floorplanning;Chip Width;321;um
final_layout;Syn-to-layout area delta;12.0;%
grt;number of global-route vias before repair;28580;
timing;Tcrit/Tclk final;0.365;
cts;Setup Fix Bufs, Post-CTS;0;
synth;Gate Count Post-Synth;4208;
run;# Max-Cap Violations;0;
synth;# Cells Yosys;4208;
grt;largest net degree at the start of global routing;137;
floorplanning;Pre-Place Util;0.406;
synth;yosys warning tally;16;
floorplanning;Core ar.;101000;um^2
synth;syn avg cell area;9.69;um^2
timing;Final min period;4.41;ns
cts;H-tree depth;3;
cts;Clock Latency Late Sink;0.63;ns
timing;Final Skew;0.0276;ns
drt;via-per-instance ratio;5.11;
synth;Cell Type Count;84;
synth;count leader, synth;dfrtp_1;
drt;vias post-DR;29325;
floorplanning;floorplan row count;116;
timing;Fmax;0.227;GHz
grt;first-pass GRT wire length;146000;um
setup_path;CP Cell Sequence;inv_1 -> fa_1 -> fa_1 -> inv_1 -> fa_1 -> inv_1 -> ha_1 -> nor2b_1 -> o21ai_2 -> a21boi_1 -> o31ai_2 -> o2bb2ai_1 -> or4b_1 -> o211ai_1;
timing;setup violators final;0;
synth;number of enable flip-flop cells;0;
setup_path;CP endpoint kind;flip-flop;
timing;unrepaired setup endpoints after global routing;no;
cts;CTS max path bufs;3;
grt;initial antenna violation count;0;
setup_path;Slowest Stage Delay on Critical Path;0.54;ns
synth;Synth Seq Share;0.359;
synth;area share, top type;0.359;
timing;Hold Worst Slack;0.341;ns
drt;Post-DRT Antenna Nets;0;
worst_hold_path;Hold WC Path Type;reg -> reg;
drt;initial detailed-routing violation count;1508;
floorplanning;die area;103000;um^2
timing;Final TNS setup;0;ns
timing;measured slew at the worst slew-check pin;0.817;ns
place;Port Buffers;73;
cts;TritonCTS clock tree;yes;
synth;Post-synth ARST share;1.00;
synth;most area-hungry cell type in the Yosys netlist;dfrtp_1;
setup_path;CP max-delay cell;fa_1;
synth;Synth area leaders;dfrtp_1 (36%), ha_1 (16%), xnor2_1 (7.8%), a21oi_1 (4.4%), xor2_1 (4.3%);
outcome;status;finished clean;
setup_path;CP Buf/Inv Count;3;
drt;Residual DRC;0;
cts;clock sinks;586;
grt;GRT Total Usage;0.179;
cts;PostCTS Resize Cnt;0;
cts;Worst-path clk slew;0.05;ns
setup_path;Max FO, Critical Path;11;
## per-layer routing
layer	wire length, um	GRT usage
met5	0	0
met2	41200	0.293
met4	1860	0.0328
met1	40400	0.262
met3	3350	0.0262
## layout by cell type (no fill, tap or decap), drive strengths merged, types with 39 or more instances in the layout
cell | netlist | final
o21ai | 188 | 188
nand3 | 57 | 57
and3 | 54 | 54
inv | 284 | 287
nand2 | 198 | 198
clkdlybuf4s50 | 0 | 73
fa | 62 | 62
a31oi | 39 | 39
dfrtp | 585 | 585
nor3 | 145 | 145
xnor2 | 363 | 363
ha | 511 | 511
a21oi | 370 | 370
nand2b | 66 | 66
nor2 | 369 | 369
a21o | 101 | 101
o21a | 65 | 65
clkbuf | 34 | 96
xor2 | 202 | 202
o21bai | 48 | 48
nor2b | 61 | 61
## final cells by class
type | count | area [um^2]
Multi-Input combinational cell | 3290 | 24900
Sequential cell | 586 | 14700
Tap cell | 1357 | 1700
Inverter | 284 | 1070
Clock inverter | 26 | 349
Antenna cell | 1 | 2.50
Timing Repair Buffer | 99 | 951
Clock buffer | 96 | 2070
Fill cell | 9288 | 54900
## stage by stage
stage	util	cells	setup WS (ns)	instance area, um^2
6_report	0.454	5739	7.69	45700
5_1_grt	0.454	5738	7.42	45700
2_1_floorplan	-	4209	1.69	40800
4_1_cts	0.454	5738	7.65	45700
3_3_place_gp	0.430	5616	7.15	43300
3_5_place_dp	0.430	5616	7.12	43300
## cells by family after synthesis
group	Yosys count	share of synthesized area
simple gates	1086	0.128
buf+inv	333	0.0311
other cells	1	0.0000919
compound gates	1023	0.162
xor+xnor	565	0.121
mux	41	0.0106
fa+ha+maj	573	0.187
flops	586	0.359
## path summary, 6_finish.rpt
check	slack (ns)	depth (start not counted)	endpoint	start
max in group asynchronous	7.85	5	x_56[5]	rst
min in group asynchronous	2.38	3	init_y[1]	rst
hold reg to reg	0.34	0	ang_out[0]	ang_11s[0]
setup / recovery	7.69	14	xout[4]	x_11s[0]
setup reg to reg	7.69	14	xout[4]	x_11s[0]
hold / removal	0.34	0	ang_out[0]	ang_11s[0]
