--- flow/design.v ---
`timescale 1ns / 1ps
module v2(clk, rst, xin , out);
parameter in_length = 15;
parameter out_length = 18;
input clk, rst;
input signed [0:in_length-1]xin;
output  signed [0:out_length-1]out;
reg signed [0:in_length-1] dff [0:2];
wire signed [0:in_length-1] buf_ff1, buf_ff2, buf_ff3, buf_ff4;
wire signed [0:out_length-1] add_ff [0:3];
wire signed [0:out_length-1] next_add [0:1];
integer m =0;
assign buf_ff1 = xin>>>1;
assign buf_ff2 = ((~dff[0])+ $signed(15'b1))>>>1;
assign buf_ff3 = ((~dff[1])+ $signed(15'b1))>>>1;
assign buf_ff4 = dff[2]>>>1;
assign add_ff[0] = {{3{buf_ff1[0]}},buf_ff1[0:14]};
assign add_ff[1] = {{3{buf_ff2[0]}},buf_ff2[0:14]};
assign add_ff[2] = {{3{buf_ff3[0]}},buf_ff3[0:14]};
assign add_ff[3] = {{3{buf_ff4[0]}},buf_ff4[0:14]};
assign next_add[0] = add_ff[0] + add_ff[1];
assign next_add[1] = next_add[0] + add_ff[2];
assign out = next_add[1] + add_ff[3];
always @(posedge clk)
begin
    if(rst ==1)
    begin
        for( m=0; m<2; m=m+1)
        begin
            dff[m] <= 15'b0;
        end
    end
    else
    begin
        for(m=0; m<2; m=m+1)
        begin
            dff[m+1] <= dff[m];
        end
        dff[0] <= xin;
    end
end
endmodule
`timescale 1ns / 1ps
module interpolator_top(clk, rst, in_en, xin , out ,test1, test2, test3, test4, test5);
parameter in_length = 15;
parameter out_length = 18;
input clk, rst, in_en;
input signed [0:in_length-1]xin;
output signed [0:24]out;
output signed [0:23] test1, test2, test3, test4, test5;
reg clk_8, start_en;
reg [0:2]mu_cnt; 
reg signed [0:in_length-1] dff [0:1];
reg [0:1] count8;
reg [0:1] start_count;
reg signed [0:6] mu_squar;
reg signed [0:3] mu;
wire signed [0:out_length-1] v1_out, v2_out;
reg signed [0:out_length-1] v1_out_result, v2_out_result, v0_out_result;
reg signed [0:24] final_buff1, final_buff2;
wire signed [0:24] mult_out1, add_out1, mult_out2;
wire signed [0:29] mult_result1;
wire signed [0:24] mult_result2;
wire signed [0:24] add_buff1;
wire signed [0:24] add_buff2;
integer m =0;
v1 dft1(.clk(clk_8), .rst(rst), .xin(xin) , .out(v1_out));
v2 dft2(.clk(clk_8), .rst(rst), .xin(xin) , .out(v2_out));
assign mult_result1 =  v2_out_result * mu_squar;
assign mult_result2 =  v1_out_result * mu;
assign mult_out1 = {{2{mult_result1[0]}},mult_result1[1:23]};
assign mult_out2 = {{3{mult_result2[0]}},mult_result2[0:21]};
assign add_out1 = mult_out1 + mult_out2;
assign out = final_buff1 + final_buff2;
assign test1 = mult_out1;
assign test3 = add_out1;
assign test2 = mult_out2;
assign test4 = v1_out;
assign test5 = v2_out;
always @(posedge clk_8)
begin
    v0_out_result <= dff[1];
    v1_out_result <= v1_out;
    v2_out_result <= v2_out;
end
always @(posedge clk)begin
    final_buff1 <= add_out1;
    final_buff2 <= v0_out_result;
end
always @(posedge clk)begin
    if(in_en==0)begin
    mu_cnt <= 3'd7;
    end
    else 
    begin
        mu_cnt <= mu_cnt + 3'd1;
    end
end
reg [2:0] cnt;
always@(posedge clk or posedge rst) 
begin
    if (rst)
        cnt <= 3'd0;
    else if (cnt == 3'd7)  
        cnt <= 3'd0;
    else
        cnt <= cnt + 3'd1;
end
always@(posedge clk or posedge rst) 
begin
    if (rst)
        clk_8 <= 3'd0;
    else if (cnt < 4)  
        clk_8 <= 3'd0;
    else               
        clk_8 <= 3'd1;
end
always @(*)begin
       case(mu_cnt)
        0: mu = 3'd0;
        1: mu = 3'd1;
        2: mu = 3'd2;
        3: mu = 3'd3;
        4: mu = 3'd4;
        5: mu = 3'd5;
        6: mu = 3'd6;
        7: mu = 3'd7;
        default: mu =3'd0;
       endcase
end
always @(* )
begin
        begin
        case(mu_cnt)
        3'd0: mu_squar = 8'd0;
        3'd1: mu_squar = 8'd1;
        3'd2: mu_squar = 8'd4;
        3'd3: mu_squar = 8'd9;
        3'd4: mu_squar = 8'd16;
        3'd5: mu_squar = 8'd25;
        3'd6: mu_squar = 8'd36;
        3'd7: mu_squar = 8'd49;
        default : mu_squar = 8'd0;
        endcase;
       end
end
always @(posedge clk_8)
begin
            if(rst)
            begin
                for( m=0; m<1; m=m+1)
                begin
                    dff[m] <= 15'b0;
                end
            end
            else
            begin
                for(m=0; m<2; m=m+1)
                begin
                    dff[m+1] <= dff[m];
                end
                dff[0] <= xin;
            end
end
endmodule
`timescale 1ns / 1ps
module v1(clk, rst, xin , out);
parameter in_length = 15;
parameter out_length = 18;
input clk, rst;
input signed [0:in_length-1]xin;
output reg signed [0:out_length-1]out;
reg signed [0:in_length-1] dff [0:2];
wire signed [0:in_length-2] buf_ff1, buf_ff3, buf_ff4;
wire signed [0:in_length-1]buf_ff2;
wire signed [0:in_length] mult_1_5;
wire signed [0:out_length-1] add_ff [0:3];
wire signed [0:out_length-1] next_add [0:1];
integer m =0;
assign mult_1_5 = dff[0]*3;
assign buf_ff1 = xin>>>1;
assign buf_ff2 = mult_1_5>>>1;
assign buf_ff3 = dff[1]>>>1;
assign buf_ff4 = dff[2]>>>1;
assign add_ff[0] = {{4{buf_ff1[0]}},buf_ff1[0:13]};
assign add_ff[1] = {{3{buf_ff2[0]}},buf_ff2[0:14]};
assign add_ff[2] = {{4{buf_ff3[0]}},buf_ff3[0:13]};
assign add_ff[3] = {{4{buf_ff4[0]}},buf_ff4[0:13]};
assign next_add[0] = -add_ff[0] + add_ff[1];
assign next_add[1] = next_add[0] - add_ff[2];
always @(*)
begin
    out <= next_add[1] - add_ff[3];
end
always @(posedge clk)
begin
    if(rst ==1)
    begin
        for( m=0; m<2; m=m+1)
        begin
            dff[m] <= 15'b0;
        end
    end
    else
    begin
        for(m=0; m<2; m=m+1)
        begin
            dff[m+1] <= dff[m];
        end
        dff[0] <= xin;
    end
end
endmodule
--- flow/constraint.sdc ---
current_design interpolator_top

set clk_period 13.8
set clk_io_pct 0.2

create_clock -name clk0 -period $clk_period [get_ports {clk}]

set non_clock_inputs [all_inputs -no_clocks]
set_input_delay [expr $clk_period * $clk_io_pct] -clock clk0 $non_clock_inputs
set_output_delay [expr $clk_period * $clk_io_pct] -clock clk0 [all_outputs]
--- flow/config.mk ---
export PLATFORM = sky130hd
export DESIGN_NAME = interpolator_top
export DESIGN_NICKNAME = interpolator_top
export VERILOG_FILES = /design/flow/design.v
export SDC_FILE = /design/flow/constraint.sdc
export NUM_CORES = 4
export LEC_CHECK = 1
export CORE_UTILIZATION = 50
--- flow/run.sh ---
#!/bin/bash
# OpenROAD 26Q1-2900-gdf79404cd8, Yosys 0.63+post, stock flow scripts
make -C /OpenROAD-flow-scripts/flow DESIGN_CONFIG=/design/flow/config.mk WORK_HOME=/design/flow/orfs finish
==> results.yml <==
# implementation run metrics
status:
  outcome: "finished clean"
worst_setup_path:
  worstPathRequired_ns: 11.04
  reg2reg_slack_ns: 6.93
  r2r_cells: 22
  end_kind: "output pin"
  regToRegEndpoint: "final_buff1[5]$_DFF_P_"
  r2r_start: "mu_squar[2]$_SDFF_PP0_"
  crit_fanout: 17
  worstSetupPathType: "register to output pin"
  crit_start: "mu_squar[2]$_SDFF_PP0_"
  start_kind: "register"
  worstSetupEndpoint: "test3[3]"
  cp.arrival_ns: 7.58
logic_synthesis:
  yosysUniqueCellTypes: 65
  ys.flop_type: "dfxtp_1"
  ys_cells: 1683
  synth_flops: 158
  ys_area_um2: 15200
  edf_count: 29
  top_area_cell: "ha_1"
  postSynthSeqShare_pct: 22.85
  top_cells_by_area: "ha_1, fa_1, dfxtp_1, inv_1, edfxtp_1"
  syn_avg_cell_area_um2: 9.031
  yosysWarnings: 6
  synthCells: 1683
  top_area_share_pct: 17.86
  async_flop_share_pct: 2.532
  synthesis.area_um2: 15200
floorplan:
  fp-utilization_pct: 51.01
  die_area_um2: 31100
  rows: 63
  core_area_um2: 29800
  io_pins: 163
  die_h_um: 176.4
  die_w_um: 176.4
place:
  place_inst: 2195
  place_ws_ns: 3.620
  hpwl_um: 30370
  gp_congestion: 0.9605
  port_buffers: 162
layout:
  n_fill_cell: 2684
  synthToLayoutAreaGrowth_pct: 13.26
  instances_no_fill: 2203
  layout-drive-gt1-share_pct: 1.489
job:
  warnings: 40
  drv_cap: 0
global_routing:
  antenna_found_initial: 1
  grt-ovfl-total: 0
  grt_max_degree: 79
  grt_pass1_wl_um: 55140
  grt_pass1_vias: 10680
  track_usage_pct: 23.93
clock_tree:
  clkLatencyLatePin_ns: 0.29
  cts_tree: "done"
  post-cts-setup-buffers: 0
  ctsHoldBuffers: 0
  ctsRootBufferMaster: "clkbuf_16"
  ctsResizeCount: 0
  clk_path_buf_depth: 2
  path_clk_slew_ns: 0.07
  numCtsBuffers: 5
  htreeDepth: 2
pwr:
  power.net_switching_uw: 1098
  powerDensity_nw_per_um2: 150.9
  clock_power_share_pct: 5.0
  switching_share_pct: 42.27
  share_seq_of_total_power_pct: 8.5
  p_leak_uw: 0.008450
  share_comb_of_total_power_pct: 86.5
  peakVddDrop_mv: 0.1482
  p_int_uw: 1500
timing:
  setup_viol: 0
  setup_tns_ns: 0
  min_period_over_period_pct: 74.96
  hold_viol_final: 0
  drv_slew: 0
  finalCriticalPeriod_ns: 10.34
  layout_setup_ws_ns: 3.456
  fmax_ghz: 0.09667
  untimed_endpoints: 153
  slew_headroom_pct: 42.95
  finClkSkew_ns: 0.002496
  worst_slew_pin_slew_ns: 0.8448
  unclocked_regs: 109
  rsz0062_at_grt: "false"
routing:
  drtAntennaViolNets: 0
  wl_um: 34510
  vias: 11030
  dr.pass1.iters: 5
  routedWlPerCell_um: 15.67
  drt_iter0_markers: 368
  drc_errors: 0
  vias_per_cell: 5.006
  num_antenna_cells: 0
min_path:
  hold_path.class: "register to register"
cell type report:
class | instances | area (um2) | area share (%)
clock inverters | 2 | 13.76 | 0.07995
inverters | 342 | 1284 | 7.457
clock buffers | 6 | 138.9 | 0.8067
well taps | 390 | 488.0 | 2.835
multi-input cells | 1138 | 10160 | 59.00
repair buffers | 167 | 1659 | 9.637
flip-flops and latches | 158 | 3475 | 20.18
routing by layer:
layer / track usage [%] / routed length [um]
met3: 3.689 / 1767
met2: 37.98 / 15830
met1: 36.90 / 16220
met4: 3.915 / 688
met5: 0 / 0
how the worst min path moves through the flow:
stage	from	end	cells past startpoint
after CTS	cnt[2]$_DFF_PP0_	clk_8$_DFF_PP0_	0
after global routing	cnt[2]$_DFF_PP0_	clk_8$_DFF_PP0_	0
final	cnt[2]$_DFF_PP0_	clk_8$_DFF_PP0_	0
sequential cells by signal (all words and copies together) (netlist names):
name / count
clk_8: 1
mu_cnt: 3
cnt: 3
v0_out_result: 15
v2_out_result: 17
final_buff2: 15
mu: 3
mu_squar: 4
dft1.dff: 44
v1_out_result: 18
final_buff1: 20
dff: 15
power by group through the flow:
stage	sequential [uW]	clock [uW]	combinational, uW
global route	225	142	2480
finish	220	130	2250
CTS	221	135	2260
per-stage QoR:
| step | hold WS [ns] | instance area, um2 | total power [uW] | util, % |
|---|---|---|---|---|
| after floorplan | 0.3597 | 15200 | 1403 | - |
| after global placement | 0.3689 | 17060 | 2463 | 57.26 |
| after detailed placement | 0.3788 | 17060 | 2475 | 57.26 |
| after CTS | 0.3845 | 17220 | 2618 | 57.78 |
| after global routing | 0.3915 | 17220 | 2851 | 57.78 |
| final | 0.3837 | 17220 | 2598 | 57.78 |
worst max-delay path: stages, from the launching register on:
cell             delay (ns)
dfxtp_1                0.66
and2_1                 0.21
ha_1                   0.24
fa_1                   0.51
fa_1                   0.54
inv_1                  0.05
fa_1                   0.53
inv_1                  0.04
ha_1                   0.24
or4_1                  0.50
nor2_1                 0.18
o31ai_1                0.11
and2_1                 0.20
o21a_1                 0.19
nor2_1                 0.16
ha_1                   0.31
a21o_1                 0.20
a21o_1                 0.18
a32o_1                 0.27
o221ai_1               0.30
a31oi_1                0.15
o21a_1                 0.22
o41ai_1                0.69
clkdlybuf4s50_1        0.61
cell usage in the layout, fill, tap and decap left out, types with 8 or more instances in the layout:
| cell type | netlist | final |
|---|---|---|
| clkdlybuf4s50_1 | 0 | 162 |
| a21o_1 | 16 | 16 |
| nor3_1 | 36 | 36 |
| xnor2_1 | 84 | 84 |
| nand4_1 | 9 | 9 |
| inv_1 | 342 | 342 |
| nand2_1 | 76 | 76 |
| and3_1 | 14 | 14 |
| edfxtp_1 | 29 | 29 |
| o21a_1 | 19 | 19 |
| or3_1 | 8 | 8 |
| fa_1 | 132 | 132 |
| xor2_1 | 26 | 26 |
| nor2b_1 | 24 | 24 |
| ha_1 | 217 | 217 |
| o21ai_0 | 48 | 48 |
| nand3_1 | 17 | 17 |
| dfxtp_1 | 125 | 125 |
| and2_1 | 113 | 113 |
| nand2b_1 | 15 | 15 |
| a211oi_1 | 8 | 8 |
| o21bai_1 | 10 | 10 |
| nor2_1 | 110 | 110 |
| a21oi_1 | 58 | 58 |
cells by family after synthesis:
kind of cell	count (synthesis)	synth area share (%)
AOI/OAI and AO/OA	235	10.27
xor gates and xnor gates	110	6.339
adders and majority gates	349	35.25
buffers and inverters	387	10.32
DFF	158	22.85
muxes	1	0.06586
and+or+nand+nor	443	14.90
cells in the mapped netlist, types with 9 or more instances:
master    number
a21o_1        16
a21oi_1       58
and2_1       113
and3_1        14
buf_4         31
clkbuf_1      14
dfxtp_1      125
edfxtp_1      29
fa_1         132
ha_1         217
inv_1        342
nand2_1       76
nand2b_1      15
nand3_1       17
nand4_1        9
nor2_1       110
nor2b_1       24
nor3_1        36
o21a_1        19
o21ai_0       48
o21bai_1      10
xnor2_1       84
xor2_1        26
Power and IR drop assume default switching activity.
