`run.sh`:
```
#!/bin/bash
# OpenROAD 26Q1-2900-gdf79404cd8, Yosys 0.63+post, stock flow scripts
make -C /OpenROAD-flow-scripts/flow DESIGN_CONFIG=/design/flow/config.mk WORK_HOME=/design/flow/orfs finish
```
`design.v`:
```
`timescale 1ns / 1ps
module s11_16_add(s11_16_a, s11_16_b, s11_16_output);
input signed [0:27] s11_16_a, s11_16_b;
output reg signed [0:27] s11_16_output;
always @(s11_16_a or s11_16_b)
begin
     s11_16_output = s11_16_a + s11_16_b;
end
endmodule
`timescale 1ns / 1ps
module s2_15_mult(s2_15_a, s2_15_b, s11_16);
input signed [0:17] s2_15_a, s2_15_b;
output signed [0:27] s11_16;
wire signed [0:35] mult_result;  
assign mult_result = s2_15_a * s2_15_b;
assign s11_16 = {{6{mult_result[0]}},mult_result[0:21]};
endmodule
`timescale 1ns / 1ps
module transposed_form_fir_top(clk, input_x, output_y, en_x);
input clk, en_x;
    input signed [0:17] input_x;  
    output signed [0:27] output_y;  
    reg signed [0:17] memory_h [0:32];  
    reg signed [0:27] memory_dff [0:31];  
    wire signed [0:27] mult_result[0:32];  
    wire signed[0:27] add_result [0:31];
    integer m=0,n=0;
        always @(posedge clk )
        begin
            if(en_x==1)
            begin
                for ( m = 0 ; m<32; m=m+1)
                begin
                    memory_dff[m] <= 28'd0;
                end
            end
            else
            begin
                for (m =0; m <31; m= m+1)
                begin
                    memory_dff[m]<=add_result[m];
                end
                memory_dff[31] <= mult_result[32];
            end
        end
    always @(posedge clk)
        begin
            memory_h[0] <=18'd1390;
            memory_h[1] <=18'd1244;
            memory_h[2] <=18'd506;
            memory_h[3] <=-18'd799;
            memory_h[4] <=-18'd2459;
            memory_h[5] <=-18'd4079;
            memory_h[6] <=-18'd5140;
            memory_h[7] <=-18'd5092;
            memory_h[8] <=-18'd3477;
            memory_h[9] <=-18'd50;
            memory_h[10] <=18'd5139;
            memory_h[11] <=18'd11704;
            memory_h[12] <=18'd18960;
            memory_h[13] <=18'd26018;
            memory_h[14] <=18'd31932;
            memory_h[15] <=18'd35865;
            memory_h[16] <=18'd37244;
            memory_h[17] <=18'd35865;
            memory_h[18] <=18'd31932;
            memory_h[19] <=18'd26018;
            memory_h[20] <=18'd18960;
            memory_h[21] <=18'd11704;
            memory_h[22] <=18'd5139;
            memory_h[23] <=-18'd50;
            memory_h[24] <=-18'd3477;
            memory_h[25] <=-18'd5092;
            memory_h[26] <=-18'd5140;
            memory_h[27] <=-18'd4079;
            memory_h[28] <=-18'd2459;
            memory_h[29] <=-18'd799;
            memory_h[30] <=18'd506;
            memory_h[31] <=18'd1244;
            memory_h[32] <=18'd1390; 
        end
        s2_15_mult multer1 (  .s2_15_a(input_x),    .s2_15_b(memory_h[0]),  .s11_16(mult_result[0]));
        s2_15_mult multer2 (  .s2_15_a(input_x), 	.s2_15_b(memory_h[1]),  .s11_16(mult_result[1]));
        s2_15_mult multer3 (  .s2_15_a(input_x), 	.s2_15_b(memory_h[2]),  .s11_16(mult_result[2]));
        s2_15_mult multer4 (  .s2_15_a(input_x), 	.s2_15_b(memory_h[3]),  .s11_16(mult_result[3]));
        s2_15_mult multer5 (  .s2_15_a(input_x), 	.s2_15_b(memory_h[4]),  .s11_16(mult_result[4]));
        s2_15_mult multer6 (  .s2_15_a(input_x), 	.s2_15_b(memory_h[5]),  .s11_16(mult_result[5]));
        s2_15_mult multer7 (  .s2_15_a(input_x), 	.s2_15_b(memory_h[6]),  .s11_16(mult_result[6]));
        s2_15_mult multer8 (  .s2_15_a(input_x), 	.s2_15_b(memory_h[7]),  .s11_16(mult_result[7]));
        s2_15_mult multer9 (  .s2_15_a(input_x), 	.s2_15_b(memory_h[8]),  .s11_16(mult_result[8]));
        s2_15_mult multer10(  .s2_15_a(input_x), 	.s2_15_b(memory_h[9]),  .s11_16(mult_result[9]));
        s2_15_mult multer11(  .s2_15_a(input_x), 	.s2_15_b(memory_h[10]), .s11_16(mult_result[10]));
        s2_15_mult multer12(  .s2_15_a(input_x), 	.s2_15_b(memory_h[11]), .s11_16(mult_result[11]));
        s2_15_mult multer13(  .s2_15_a(input_x), 	.s2_15_b(memory_h[12]), .s11_16(mult_result[12]));
        s2_15_mult multer14(  .s2_15_a(input_x), 	.s2_15_b(memory_h[13]), .s11_16(mult_result[13]));
        s2_15_mult multer15(  .s2_15_a(input_x), 	.s2_15_b(memory_h[14]), .s11_16(mult_result[14]));
        s2_15_mult multer16(  .s2_15_a(input_x), 	.s2_15_b(memory_h[15]), .s11_16(mult_result[15]));
        s2_15_mult multer17(  .s2_15_a(input_x), 	.s2_15_b(memory_h[16]), .s11_16(mult_result[16]));
        s2_15_mult multer18(  .s2_15_a(input_x), 	.s2_15_b(memory_h[17]), .s11_16(mult_result[17]));
        s2_15_mult multer19(  .s2_15_a(input_x), 	.s2_15_b(memory_h[18]), .s11_16(mult_result[18]));
        s2_15_mult multer20(  .s2_15_a(input_x), 	.s2_15_b(memory_h[19]), .s11_16(mult_result[19]));
        s2_15_mult multer21(  .s2_15_a(input_x), 	.s2_15_b(memory_h[20]), .s11_16(mult_result[20]));
        s2_15_mult multer22(  .s2_15_a(input_x), 	.s2_15_b(memory_h[21]), .s11_16(mult_result[21]));
        s2_15_mult multer23(  .s2_15_a(input_x), 	.s2_15_b(memory_h[22]), .s11_16(mult_result[22]));
        s2_15_mult multer24(  .s2_15_a(input_x), 	.s2_15_b(memory_h[23]), .s11_16(mult_result[23]));
        s2_15_mult multer25(  .s2_15_a(input_x), 	.s2_15_b(memory_h[24]), .s11_16(mult_result[24]));
        s2_15_mult multer26(  .s2_15_a(input_x), 	.s2_15_b(memory_h[25]), .s11_16(mult_result[25]));
        s2_15_mult multer27(  .s2_15_a(input_x), 	.s2_15_b(memory_h[26]), .s11_16(mult_result[26]));
        s2_15_mult multer28(  .s2_15_a(input_x), 	.s2_15_b(memory_h[27]), .s11_16(mult_result[27]));
        s2_15_mult multer29(  .s2_15_a(input_x), 	.s2_15_b(memory_h[28]), .s11_16(mult_result[28]));
        s2_15_mult multer30(  .s2_15_a(input_x), 	.s2_15_b(memory_h[29]), .s11_16(mult_result[29]));
        s2_15_mult multer31(  .s2_15_a(input_x), 	.s2_15_b(memory_h[30]), .s11_16(mult_result[30]));
        s2_15_mult multer32(  .s2_15_a(input_x), 	.s2_15_b(memory_h[31]), .s11_16(mult_result[31]));
        s2_15_mult multer33(  .s2_15_a(input_x), 	.s2_15_b(memory_h[32]), .s11_16(mult_result[32]));
        s11_16_add adder1 (   .s11_16_a(mult_result[0]),  .s11_16_b(memory_dff[0]),   .s11_16_output(output_y));
        s11_16_add adder2 (   .s11_16_a(mult_result[1]),  .s11_16_b(memory_dff[1]),   .s11_16_output(add_result[0]));
        s11_16_add adder3 (   .s11_16_a(mult_result[2]),  .s11_16_b(memory_dff[2]),   .s11_16_output(add_result[1]));
        s11_16_add adder4 (   .s11_16_a(mult_result[3]),  .s11_16_b(memory_dff[3]),   .s11_16_output(add_result[2]));
        s11_16_add adder5 (   .s11_16_a(mult_result[4]),  .s11_16_b(memory_dff[4]),   .s11_16_output(add_result[3]));
        s11_16_add adder6 (   .s11_16_a(mult_result[5]),  .s11_16_b(memory_dff[5]),   .s11_16_output(add_result[4]));
        s11_16_add adder7 (   .s11_16_a(mult_result[6]),  .s11_16_b(memory_dff[6]),   .s11_16_output(add_result[5]));
        s11_16_add adder8 (   .s11_16_a(mult_result[7]),  .s11_16_b(memory_dff[7]),   .s11_16_output(add_result[6]));
        s11_16_add adder9 (   .s11_16_a(mult_result[8]),  .s11_16_b(memory_dff[8]),   .s11_16_output(add_result[7]));
        s11_16_add adder10(   .s11_16_a(mult_result[9]),  .s11_16_b(memory_dff[9]),   .s11_16_output(add_result[8]));
        s11_16_add adder11(  .s11_16_a(mult_result[10]),  .s11_16_b(memory_dff[10]),  .s11_16_output(add_result[9]));
        s11_16_add adder12(  .s11_16_a(mult_result[11]),  .s11_16_b(memory_dff[11]), .s11_16_output(add_result[10]));
        s11_16_add adder13(  .s11_16_a(mult_result[12]),  .s11_16_b(memory_dff[12]), .s11_16_output(add_result[11]));
        s11_16_add adder14(  .s11_16_a(mult_result[13]),  .s11_16_b(memory_dff[13]), .s11_16_output(add_result[12]));
        s11_16_add adder15(  .s11_16_a(mult_result[14]),  .s11_16_b(memory_dff[14]), .s11_16_output(add_result[13]));
        s11_16_add adder16(  .s11_16_a(mult_result[15]),  .s11_16_b(memory_dff[15]), .s11_16_output(add_result[14]));
        s11_16_add adder17(  .s11_16_a(mult_result[16]),  .s11_16_b(memory_dff[16]), .s11_16_output(add_result[15]));
        s11_16_add adder18(  .s11_16_a(mult_result[17]),  .s11_16_b(memory_dff[17]), .s11_16_output(add_result[16]));
        s11_16_add adder19(  .s11_16_a(mult_result[18]),  .s11_16_b(memory_dff[18]), .s11_16_output(add_result[17]));
        s11_16_add adder20(  .s11_16_a(mult_result[19]),  .s11_16_b(memory_dff[19]), .s11_16_output(add_result[18]));
        s11_16_add adder21(  .s11_16_a(mult_result[20]),  .s11_16_b(memory_dff[20]), .s11_16_output(add_result[19]));
        s11_16_add adder22(  .s11_16_a(mult_result[21]),  .s11_16_b(memory_dff[21]), .s11_16_output(add_result[20]));
        s11_16_add adder23(  .s11_16_a(mult_result[22]),  .s11_16_b(memory_dff[22]), .s11_16_output(add_result[21]));
        s11_16_add adder24(  .s11_16_a(mult_result[23]),  .s11_16_b(memory_dff[23]), .s11_16_output(add_result[22]));
        s11_16_add adder25(  .s11_16_a(mult_result[24]),  .s11_16_b(memory_dff[24]), .s11_16_output(add_result[23]));
        s11_16_add adder26(  .s11_16_a(mult_result[25]),  .s11_16_b(memory_dff[25]), .s11_16_output(add_result[24]));
        s11_16_add adder27(  .s11_16_a(mult_result[26]),  .s11_16_b(memory_dff[26]), .s11_16_output(add_result[25]));
        s11_16_add adder28(  .s11_16_a(mult_result[27]),  .s11_16_b(memory_dff[27]), .s11_16_output(add_result[26]));
        s11_16_add adder29(  .s11_16_a(mult_result[28]),  .s11_16_b(memory_dff[28]), .s11_16_output(add_result[27]));
        s11_16_add adder30(  .s11_16_a(mult_result[29]),  .s11_16_b(memory_dff[29]), .s11_16_output(add_result[28]));
        s11_16_add adder31(  .s11_16_a(mult_result[30]),  .s11_16_b(memory_dff[30]), .s11_16_output(add_result[29]));
        s11_16_add adder32(  .s11_16_a(mult_result[31]),  .s11_16_b(memory_dff[31]), .s11_16_output(add_result[30]));
endmodule
```
`config.mk`:
```
export PLATFORM = sky130hd
export DESIGN_NAME = transposed_form_fir_top
export DESIGN_NICKNAME = transposed_form_fir_top
export VERILOG_FILES = /design/flow/design.v
export SDC_FILE = /design/flow/constraint.sdc
export NUM_CORES = 4
export LEC_CHECK = 1
export CORE_UTILIZATION = 30
```
`constraint.sdc`:
```
current_design transposed_form_fir_top

set clk_period 26.6
set clk_io_pct 0.2

create_clock -name clk0 -period $clk_period [get_ports {clk}]

set non_clock_inputs [all_inputs -no_clocks]
set_input_delay [expr $clk_period * $clk_io_pct] -clock clk0 $non_clock_inputs
set_output_delay [expr $clk_period * $clk_io_pct] -clock clk0 [all_outputs]
```
==> summary.txt <==
flow finished, numbers: run status=finished, final reports clean, Crit Path Class=input pin to primary output, gp weighted congestion=1.062, Avg Cell Area, Syn=8.927 um^2, arrival time worst endpoint=15.29 ns, floorplan core density=30.11%, clk sink count=873, GR Util met1=29.62%, Antenna Violating Nets Remaining=0, global routing usage summed across all routing layers=22.84%, Reg-to-Reg Start=memory_dff[14][27], CP startpoint kind=input pin, Clock Latency Late Sink=0.78 ns, Post-Syn Area=110100 um^2, Post CTS Setup Buffer Count=0, yosys aoi share=15.55%, most used cell, CP=inv_1, mux share=0.3308%, synth-to-layout area growth=10.05%, count of tool warnings=118, Via density=4.961, Crit. End Element=primary output, root buffer cell=clkbuf_16, total CTS buffers=99, Slew Viols, Final=0, crit path DRT=21.28 ns, final setup fails=0, register area share after synthesis=15.88%, CP Max Fanout=13, clock transition at the registers of the reported paths=0.06 ns, Die W=607.8 um, worst slew pin tran=1.014 ns, Largest logic family=adder cells, TritonRoute pass-1 iters=8, FP Rows=222, most used routing layer=met2, clk_skew=0.06653 ns, Longest Clk Path Bufs=3, max_cap viols=0, final cell count without fillers=17430, Adder Area Share=41.24%, Wirelength per Cell=23.36 um, Slew HR=30.65%, Die Ht=607.8 um, hold path start=memory_dff[28][0], Post-CTS Hold Fix Bufs=0, most frequent cells in the layout=ha_1, inv_1, nor2_1, fa_1, dfxtp_1, slowest CP cell=fa_1, number of synthesized flops with an enable pin=0, CORE AREA=365500 um^2, CTS tree=done, max FFs per register=873, Synth Flop Type=dfxtp_1, RSZ-0062 raised after global routing=false, Port Buf Inserts=47, cycle use final=77.48%, I/O pin count=48, Placed Cells=17240, initial antenna violation count=17, area figure in the yosys stat output=110100 um^2, fmax=0.04852 GHz, post-DP HPWL=350.0 mm, simple-gate share of the synthesized area=11.90%, Max H-tree Level=3, met3 GRT Util=8.945%, die area=369400 um^2, first-pass GRT wire length=592.6 mm, Layout fillers=37870, Post-synth ARST share=0%, total gr overflow=0, biggest regs=memory_dff x873, Tmin final=20.61 ns, setup_tns=0 ns, Hold Path Class=register to register, residual DRC count=0, yosys warns=6, Starting DRT DRC Count=5076, Critical Path Start=input_x[9], #FFs+latches synth=873, XOR/XNOR share of the synthesized area=8.406%, Top cell excl fill/tap=ha_1, Vias=86450, Synth cell types=100, final wirelength=407.0 mm, share of cells above drive strength 1=4.062%, most flop-heavy register=memory_dff, GR Layer Usage met2=34.18%, Post-CTS Resized=0, slowest stage delay, CP=0.54 ns, Fin. Hold Viols=0, yosys cell count=12330, largest net degree at the start of global routing=85, Syn Inst Count=12330, vias in the first global route=87490
## final timing paths
check / endpoint / slack [ns] / cells past startpoint
hold reg to reg: memory_dff[27][0] / 0.51 / 2
setup / recovery: output_y[1] / 5.99 / 35
setup reg to reg: memory_dff[13][1] / 22.17 / 13
hold / removal: memory_dff[27][0] / 0.51 / 2
## cells by family after synthesis
family                     count (synthesis)
AOI/OAI and AO/OA                       2597
and+or+nand+nor                         2797
DFF                                      873
muxes                                     34
buffers and inverters                   1962
adders and majority gates               3031
xor gates and xnor gates                1037
## critical path, delay by kind of cell
kind | cells | cell delay [ns]
compound gates | 13 | 3.50
fa+ha+maj | 7 | 3.13
buf+inv | 10 | 2.14
simple gates | 4 | 1.03
xor+xnor | 1 | 0.13
## per-stage QoR
step                      worst slack, ns  hold slack, ns  utilization, %  instance area, um^2
after global placement              5.882          0.5131           32.13               117500
after global routing                5.525          0.5721           33.14               121100
after floorplan                     5.830          0.4623               -               110100
after CTS                           5.937          0.5277           33.14               121100
after detailed placement            5.962          0.5154           32.13               117500
final                               5.990          0.5135           33.14               121100
## area by class of cell
| type | instances | area (um^2) | area share [%] |
|---|---|---|---|
| Timing Repair Buffer | 225 | 1767 | 1.458 |
| Antenna cell | 5 | 12.51 | 0.01033 |
| Tap cell | 4816 | 6026 | 4.974 |
| Clock inverter | 53 | 889.6 | 0.7343 |
| Multi-Input combinational cell | 9496 | 85320 | 70.42 |
| Inverter | 1827 | 6864 | 5.666 |
| Sequential cell | 873 | 17480 | 14.43 |
| Clock buffer | 130 | 2794 | 2.306 |
## synthesized netlist by cell type (134+ instances only)
cell type     n  share of area [%]
nor2_1     1251                4.3
o21ai_0     412                1.9
o21bai_1    151                1.0
nor2b_1     162               0.92
inv_1      1826                6.2
xnor2_1     610                4.9
a21o_1      450                3.1
o21a_1      155                1.1
nand2b_1    134               0.76
ha_1       2035                 23
xor2_1      414                3.3
fa_1        996                 18
nand3_1     171               0.78
nor3_1      239                1.1
a21oi_1     775                3.5
dfxtp_1     873                 16
nand2_1     368                1.3
## metal layers
layer  routed length, um  up-vias
met4               21860       20
met2              174200     2394
met1              170100    41140
li1                    -    42280
met3               40230      616
met5                 644        -
